===== ./design.v =====
module controlunit (
	input logic [6:0] i_op,
	input logic [14:12] i_funct3,
	input logic i_funct7_5,
	input logic i_funct7_0,
	input logic i_br_less, i_br_equal,
	output logic o_data_sel, o_pc_sel, o_rd_wren, o_br_un, o_opa_sel, o_opb_sel, o_mem_wren, o_insn_vld,
	output logic [2:0] o_imm_sel,
	output logic [4:0] o_alu_op, 
	output logic [1:0] o_wb_sel,
	output logic [2:0] o_sl_sel,
	output logic [2:0] o_bmask
);
logic rv32i;
logic R_type, S_type, B_type, J_type;
logic I_type_3, I_type_19, I_type_103;
logic U_type_23, U_type_55;
logic lb, lh, lw, lbu, lhu;																			                      
logic addi, slli, slti, sltiu, xori, srli, srai, ori, andi;									                      
logic auipc;																								                      
logic sb, sh, sw;														   								                      
logic add, sub, sll, slt, sltu, XOR, srl, sra, OR, AND; 
logic lui;																									                      
logic beq, bne, blt, bge, bltu, bgeu;																                      
logic jalr;																									                      
logic jal;																									                      
assign rv32i      =  i_op[0] &  i_op[1];
assign I_type_3   = ~i_op[6] & ~i_op[5] & ~i_op[4] & ~i_op[3] & ~i_op[2] & rv32i; 	 
assign I_type_19  = ~i_op[6] & ~i_op[5] &  i_op[4] & ~i_op[3] & ~i_op[2] & rv32i; 	 
assign I_type_103 =  i_op[6] &  i_op[5] & ~i_op[4] & ~i_op[3] &  i_op[2] & rv32i;	 
assign S_type     = ~i_op[6] &  i_op[5] & ~i_op[4] & ~i_op[3] & ~i_op[2] & rv32i;	 
assign R_type     = ~i_op[6] &  i_op[5] &  i_op[4] & ~i_op[3] & ~i_op[2] & rv32i;	 
assign B_type     =  i_op[6] &  i_op[5] & ~i_op[4] & ~i_op[3] & ~i_op[2] & rv32i;	 
assign U_type_23  = ~i_op[6] & ~i_op[5] &  i_op[4] & ~i_op[3] &  i_op[2] & rv32i;	 
assign U_type_55  = ~i_op[6] &  i_op[5] &  i_op[4] & ~i_op[3] &  i_op[2] & rv32i;	 
assign J_type     =  i_op[6] &  i_op[5] & ~i_op[4] &  i_op[3] &  i_op[2] & rv32i;	 
assign lb    =               ~i_funct3[14] & ~i_funct3[13] & ~i_funct3[12] & I_type_3;		 
assign lh    =               ~i_funct3[14] & ~i_funct3[13] &  i_funct3[12] & I_type_3;		 
assign lw    =               ~i_funct3[14] &  i_funct3[13] & ~i_funct3[12] & I_type_3;		 
assign lbu   =                i_funct3[14] & ~i_funct3[13] & ~i_funct3[12] & I_type_3;		 
assign lhu   =                i_funct3[14] & ~i_funct3[13] &  i_funct3[12] & I_type_3;		 
assign addi  =               ~i_funct3[14] & ~i_funct3[13] & ~i_funct3[12] & I_type_19;	 
assign slli  = ~i_funct7_5 & ~i_funct3[14] & ~i_funct3[13] &  i_funct3[12] & I_type_19;	 
assign slti  =               ~i_funct3[14] &  i_funct3[13] & ~i_funct3[12] & I_type_19;	 
assign sltiu =               ~i_funct3[14] &  i_funct3[13] &  i_funct3[12] & I_type_19;	 
assign xori  =                i_funct3[14] & ~i_funct3[13] & ~i_funct3[12] & I_type_19;	 
assign srli  = ~i_funct7_5 &  i_funct3[14] & ~i_funct3[13] &  i_funct3[12] & I_type_19;	 
assign srai  =  i_funct7_5 &  i_funct3[14] & ~i_funct3[13] &  i_funct3[12] & I_type_19;	 
assign ori   =                i_funct3[14] &  i_funct3[13] & ~i_funct3[12] & I_type_19;	 
assign andi  =                i_funct3[14] &  i_funct3[13] &  i_funct3[12] & I_type_19;	 
assign auipc = U_type_23;
assign sb    =               ~i_funct3[14] & ~i_funct3[13] & ~i_funct3[12] & S_type;		 
assign sh    =               ~i_funct3[14] & ~i_funct3[13] &  i_funct3[12] & S_type;		 
assign sw    =               ~i_funct3[14] &  i_funct3[13] & ~i_funct3[12] & S_type;		 
assign add    = ~i_funct7_5 & ~i_funct3[14] & ~i_funct3[13] & ~i_funct3[12] & R_type;		 
assign sub    =  i_funct7_5 & ~i_funct3[14] & ~i_funct3[13] & ~i_funct3[12] & R_type;		 
assign sll    = ~i_funct7_5 & ~i_funct3[14] & ~i_funct3[13] &  i_funct3[12] & R_type;		 
assign slt    = ~i_funct7_5 & ~i_funct3[14] &  i_funct3[13] & ~i_funct3[12] & R_type;		 
assign sltu   = ~i_funct7_5 & ~i_funct3[14] &  i_funct3[13] &  i_funct3[12] & R_type;		 
assign XOR    = ~i_funct7_5 &  i_funct3[14] & ~i_funct3[13] & ~i_funct3[12] & R_type;		 
assign srl    = ~i_funct7_5 &  i_funct3[14] & ~i_funct3[13] &  i_funct3[12] & R_type;		 
assign sra    =  i_funct7_5 &  i_funct3[14] & ~i_funct3[13] &  i_funct3[12] & R_type;		 
assign OR     = ~i_funct7_5 &  i_funct3[14] &  i_funct3[13] & ~i_funct3[12] & R_type;		 
assign AND    = ~i_funct7_5 &  i_funct3[14] &  i_funct3[13] &  i_funct3[12] & R_type;		 
assign lui   = U_type_55;
assign beq   =               ~i_funct3[14] & ~i_funct3[13] & ~i_funct3[12] & B_type;		 
assign bne   =               ~i_funct3[14] & ~i_funct3[13] &  i_funct3[12] & B_type;		 
assign blt   =                i_funct3[14] & ~i_funct3[13] & ~i_funct3[12] & B_type;		 
assign bge   =                i_funct3[14] & ~i_funct3[13] &  i_funct3[12] & B_type;		 
assign bltu  =                i_funct3[14] &  i_funct3[13] & ~i_funct3[12] & B_type;		 
assign bgeu  =                i_funct3[14] &  i_funct3[13] &  i_funct3[12] & B_type;		 
assign jalr  =               ~i_funct3[14] & ~i_funct3[13] & ~i_funct3[12] & I_type_103;	 
assign jal 	 = J_type;
always_comb begin
	o_pc_sel  = 0; o_rd_wren = 0;        o_imm_sel  = 3'b000; o_insn_vld = 0;     o_br_un    = 0; o_opa_sel = 0; 
	o_opb_sel = 0; o_alu_op  = 5'b00000; o_mem_wren = 0;      o_wb_sel   = 2'b00; o_data_sel = 0; o_sl_sel  = 3'b000;
	if (I_type_3) begin
		o_pc_sel  = 0; o_rd_wren = 1;        o_imm_sel  = 3'b000; o_opa_sel  = 0; 
		o_opb_sel = 1; o_alu_op  = 5'b00000; o_mem_wren = 0;      o_wb_sel   = 2'b10; o_data_sel = 1; 
		if (lb) begin		  
			o_sl_sel = 3'b000; o_insn_vld = 1;
		end else if (lh)  begin
			o_sl_sel = 3'b001; o_insn_vld = 1;
		end else if (lw)  begin
			o_sl_sel = 3'b010; o_insn_vld = 1;
		end else if (lbu) begin 
			o_sl_sel = 3'b011; o_insn_vld = 1;
		end else if (lhu) begin
			o_sl_sel = 3'b100; o_insn_vld = 1;
		end
	end
	else if (I_type_19) begin
		o_pc_sel  = 0; o_rd_wren = 1;  o_imm_sel = 3'b000; o_opa_sel = 0; 
		o_opb_sel = 1; o_mem_wren = 0; o_wb_sel  = 2'b01;  o_data_sel = 0;
		if (addi) begin
			o_alu_op = 5'b00000; o_insn_vld = 1;
		end else if (slli)  begin
			o_alu_op = 5'b00111; o_insn_vld = 1;	
		end else if (slti)  begin
			o_alu_op = 5'b00010; o_insn_vld = 1;
		end else if (sltiu) begin
			o_alu_op = 5'b00011; o_insn_vld = 1;
		end else if (xori)  begin
			o_alu_op = 5'b00100; o_insn_vld = 1;
		end else if (srli)  begin
			o_alu_op = 5'b01000; o_insn_vld = 1;
		end else if (srai)  begin
			o_alu_op = 5'b01001; o_insn_vld = 1;
		end else if (ori)   begin
			o_alu_op = 5'b00101; o_insn_vld = 1;
		end else if (andi)  begin
			o_alu_op = 5'b00110; o_insn_vld = 1;	
		end
	end
	else if (auipc) begin
		o_pc_sel  = 0; o_rd_wren = 1;        o_imm_sel  = 3'b100; o_insn_vld = 1;     o_opa_sel  = 1; 
		o_opb_sel = 1; o_alu_op  = 5'b00000; o_mem_wren = 0;      o_wb_sel   = 2'b01; o_data_sel = 0;
	end
	else if (S_type) begin	 
		o_pc_sel  = 0; o_rd_wren = 0;        o_imm_sel  = 3'b001; o_insn_vld = 1;     o_opa_sel  = 0; 
		o_opb_sel = 1; o_alu_op  = 5'b00000; o_mem_wren = 1;      o_data_sel = 0;	
	end
	else if (R_type) begin
		o_pc_sel  = 0; o_rd_wren = 1;  o_insn_vld = 1;     o_opa_sel = 0; 
		o_opb_sel = 0; o_mem_wren = 0; o_wb_sel   = 2'b01; o_data_sel = 0;
		if (add) begin
			o_alu_op = 5'b00000; o_insn_vld = 1;	
		end else if (sub)  begin  
			o_alu_op = 5'b00001; o_insn_vld = 1;	
		end else if (sll)  begin  
			o_alu_op = 5'b00111; o_insn_vld = 1;	
		end else if (slt)  begin  
			o_alu_op = 5'b00010; o_insn_vld = 1;	
		end else if (sltu) begin 
			o_alu_op = 5'b00011; o_insn_vld = 1;	
		end else if (XOR) begin  
			o_alu_op = 5'b00100; o_insn_vld = 1;	
		end else if (srl) begin  
			o_alu_op = 5'b01000; o_insn_vld = 1;	
		end else if (sra) begin  
			o_alu_op = 5'b01001; o_insn_vld = 1;	
		end else if (OR)  begin   
			o_alu_op = 5'b00101; o_insn_vld = 1;	
		end else if (AND) begin  
			o_alu_op = 5'b00110; o_insn_vld = 1;
		end 
	end
	else if (lui) begin
		o_pc_sel  = 0; o_rd_wren = 1;        o_imm_sel  = 3'b100; o_insn_vld = 1;
		o_opb_sel = 1; o_alu_op  = 5'b01010; o_mem_wren = 0;      o_wb_sel   = 2'b01; o_data_sel = 0;
	end
	else if (B_type) begin
		o_rd_wren = 0; o_imm_sel = 3'b010;   o_insn_vld = 1; o_opa_sel  = 1; 
		o_opb_sel = 1; o_alu_op  = 5'b00000; o_mem_wren = 0; o_data_sel = 0;
		if (beq) begin
			o_br_un = 1;
			if (i_br_equal) 
				o_pc_sel = 1;
			else
				o_pc_sel = 0;
		end else if (bne) begin
			o_br_un = 1;
			if (~i_br_equal) 
				o_pc_sel = 1;
			else
				o_pc_sel = 0;
		end else if (blt) begin
			o_br_un = 1;
			if (i_br_less) 
				o_pc_sel = 1;
			else
				o_pc_sel = 0;
		end else if (bge) begin
			o_br_un = 1;
			if (~i_br_less) 
				o_pc_sel = 1;
			else
				o_pc_sel = 0;
		end else if (bltu) begin
			o_br_un = 0;
			if (i_br_less) 
				o_pc_sel = 1;
			else
				o_pc_sel = 0;
		end else if (bgeu) begin
			o_br_un = 0;
			if (~i_br_less) 
				o_pc_sel = 1;
			else
				o_pc_sel = 0;
		end
	end
	else if (jalr) begin	   
		o_pc_sel  = 1; o_rd_wren = 1;       o_imm_sel  = 3'b000; o_insn_vld = 1;     o_opa_sel  = 0; 
		o_opb_sel = 1; o_alu_op  = 5'b00000; o_mem_wren = 0;      o_wb_sel   = 2'b00; o_data_sel = 0;
	end
	else if (jal) begin	   
		o_pc_sel  = 1; o_rd_wren = 1;       o_imm_sel  = 3'b011; o_insn_vld = 1;     o_opa_sel  = 1; 
		o_opb_sel = 1; o_alu_op  = 5'b00000; o_mem_wren = 0;      o_wb_sel   = 2'b00; o_data_sel = 0;
	end
end
assign o_bmask = {sw, sh, sb};
endmodule

===== ./config.mk =====
export PLATFORM = sky130hd
export DESIGN_NAME = controlunit
export DESIGN_NICKNAME = controlunit
export VERILOG_FILES = /design/flow/design.v
export SDC_FILE = /design/flow/constraint.sdc
export NUM_CORES = 4
export LEC_CHECK = 1
export CORE_AREA = 10 10 70 70
export DIE_AREA = 0 0 80 80

===== ./run.sh =====
#!/bin/bash
# OpenROAD 26Q1-2900-gdf79404cd8, Yosys 0.63+post, stock flow scripts
make -C /OpenROAD-flow-scripts/flow DESIGN_CONFIG=/design/flow/config.mk WORK_HOME=/design/flow/orfs finish

===== ./constraint.sdc =====
current_design controlunit

set clk_period 4.2
set clk_io_pct 0.2

create_clock -name clk0 -period $clk_period

set non_clock_inputs [all_inputs -no_clocks]
set_input_delay [expr $clk_period * $clk_io_pct] -clock clk0 $non_clock_inputs
set_output_delay [expr $clk_period * $clk_io_pct] -clock clk0 [all_outputs]

==> summary.txt <==
Latest figures from synthesis and place and route.

The final max-slew violation count recorded for this run is 0. The final layout report lists a clock buffer count of 0. The routed via count divided by cell count is 4.31.

The total die size is 0.00640 mm². The cell area reported after detailed placement is 922 µm². The number of placement rows is 21. The post-cts sizing count is 0.

The width of the chip is 80 µm. The gate count of the mapped netlist is 89. The floorplan step set the die height to 80 µm. The peak supply drop is 0.0286 mV.

The count of input and output buffers is 36. The final worst-path cycle share is 0.912. After layout, the minimum clock period comes to 3.83 ns. The finished cells cover 922 µm². The hold-critical path endpoint is o_imm_sel[0].

The number of setup buffers added after CTS is 0. The first global-routing pass estimated 3280 µm of wire. 38 I/O pins were placed. Overall routing resource usage recorded by global route was 0.0607. The routed layout reports a DRC error count of 0. The number of hold-slack violations in the final timing report is 0. The placeable core region is 0.00342 mm².

Max-cap violations in this run came to 0. The first-pass detailed-route iteration total is 4. The number of DRC markers after the initial detailed-route iteration is 18. The largest net degree at the start of global routing is 15. In the placement report, post-DP HPWL is listed as 1700 µm. The worst hold path depth is 4.

Wires add up to 1990 µm. The leakage power in the latest report is 0.348 nW. In the final timing run, aggregate negative setup slack is 0 ns.

The flip-flop and latch count is 0. The total vias in the final route is 699. For this design the ratio of total power to cell area is 55.3 mW/mm².

The post-place setup slack is 0.355 ns. The arrival time of data at the worst endpoint is listed as 2.99 ns. The data required time at the worst endpoint is 3.36 ns. The total number of warnings across the stage logs is 33. The warning tally printed by Yosys for this design is 1. The average cell area after synthesis is 6.21 µm². The routed length per placed instance is 12.3 µm.

In the final layout, the share of cells above drive strength 1 is 0.0862. The sequential share of the synthesized area is 0. The worst path meets setup with 0.369 ns of slack. The final antenna-violating net count is 0.

The highest clock frequency the design can meet is 261 MHz. The run finished with clean final reports. The hold-fix buffer count after cts is 0. The number of different library cells used by synthesis comes to 36. The worst setup path is of the in -> out kind. In the final report, the number of endpoints failing setup comes to 0. The post-route utilization of the core is recorded as 0.270.

The nature of the critical path startpoint is an input port. The type of destination of the critical path is an output pin. The layout overhead on the synthesized area is 66.7%. The stat command in Yosys gives a chip area of 553 µm². Global routing finished with a remaining overflow of 0.

The yosys stat cell total is 89. Setup repair after global routing left no endpoint under its margin. The worst hold path begins at i_op[3]. The diode insertion count for antenna repair is 0. The overall power of the completed layout is 51.0 µW. The via count of the first global-routing pass is 676.

For this configuration, the core starts out at a cell density of 0.162. The tightest min-delay check is of the in -> out type. The largest fanout on the critical path is 6. The initial antenna violation count is 0.

The global placement routability congestion is 0.813. The post-synthesis instance area is 553 µm². The area taken by flip-flops and latches is 0 µm².
## cell families after synthesis
logic type                 count (synthesis)  synth area share
AOI/OAI and AO/OA                         23             0.274
xor gates and xnor gates                   2            0.0317
adders and majority gates                  1            0.0181
buffers and inverters                     16             0.143
other                                      1           0.00678
and+or+nand+nor                           46             0.527
## where the power goes
| group | internal, mW | switching [mW] | total (mW) |
|---|---|---|---|
| Combinational | 0.0261 | 0.0248 | 0.0510 |
| Clock | 0 | 0 | 0 |
| Sequential | 0 | 0 | 0 |
| Total | 0.0261 | 0.0248 | 0.0510 |
## cell type report
cell class                      count  area (µm²)
Tap cell                           46        57.6
Inverter                            6        22.5
Timing Repair Buffer               37         368
Multi-Input combinational cell     73         474
Fill cell                         406        2490
## layer usage
| metal | routed length, µm | vias up | GRT usage |
|---|---|---|---|
| met5 | 0 | - | 0 |
| met4 | 0 | 0 | 0 |
| met3 | 149 | 0 | 0.0136 |
| met1 | 908 | 307 | 0.0817 |
| met2 | 932 | 23 | 0.102 |
| li1 | - | 369 | - |
## cell usage after synthesis (2+ instances only)
library cell | number | area share
nand2b_1 | 6 | 0.068
clkbuf_1 | 4 | 0.027
and3_1 | 2 | 0.023
o21ai_0 | 4 | 0.036
nor3_1 | 4 | 0.036
inv_1 | 6 | 0.041
buf_4 | 5 | 0.068
or3_4 | 2 | 0.041
a21oi_1 | 9 | 0.081
nor2_1 | 8 | 0.054
nand2_1 | 8 | 0.054
nor2b_1 | 3 | 0.034
nor3_2 | 3 | 0.054
and2_1 | 2 | 0.023
nand3_1 | 2 | 0.018
## critical path, stage by stage
cell and delay (ns):
clkdlybuf4s50_1 0.47, nand3b_4 0.21, or3_4 0.35, or3b_4 0.45
nor4_2 0.14, clkdlybuf4s50_1 0.53
## per-stage QoR
step / hold WS [ns] / std cells
after floorplan: 1.77 / 89
after global placement: 2.75 / 162
after detailed placement: 2.75 / 162
after CTS: 2.76 / 162
after global routing: 2.80 / 162
final: 2.73 / 162
## worst max path at each step
stage / startpoint / end / slack, ns
4_1_cts: i_op[3] / o_bmask[2] / 0.35
5_1_grt: i_op[1] / o_bmask[1] / 0.26
6_report: i_op[3] / o_bmask[2] / 0.37
## cell usage in the layout (no fill, tap or decap), types with 2 or more instances in the layout
cell type	Yosys	final
nor3_1	4	4
nand3_1	2	2
and2_1	2	2
nand2b_1	6	6
nor2_1	8	8
nor3_2	3	3
inv_1	6	6
clkdlybuf4s50_1	0	36
nor2b_1	3	3
a21oi_1	9	9
or3_4	2	2
nand2_1	8	8
and3_1	2	2
o21ai_0	4	4
Power is estimated from default activity; no workload was simulated.
