$ cat ./design.v
module comparator6b ( 
			input logic [5:0] a, b, 
			output logic Gr, Lt, Eq 
); 
logic [2:0] Gr2, Lt2, Eq2; 
comparator2b cmp1 (.a(a[1:0]), .b(b[1:0]), .Gr(Gr2[0]), .Lt(Lt2[0]), .Eq(Eq2[0])); 
comparator2b cmp2 (.a(a[3:2]), .b(b[3:2]), .Gr(Gr2[1]), .Lt(Lt2[1]), .Eq(Eq2[1])); 
comparator2b cmp3 (.a(a[5:4]), .b(b[5:4]), .Gr(Gr2[2]), .Lt(Lt2[2]), .Eq(Eq2[2])); 
assign Gr = Gr2[2] | (Eq2[2] & Gr2[1]) | (Eq2[2] & Eq2[1] & Gr2[0]); 
assign Lt = Lt2[2] | (Eq2[2] & Lt2[1]) | (Eq2[2] & Eq2[1] & Lt2[0]); 
assign Eq = Eq2[2] & Eq2[1] & Eq2[0];
endmodule
module comparator2b (
    	input logic [1:0] a, b,
    	output logic Gr, Lt, Eq
);
assign Gr = (a[0] & ~b[1] & ~b[0]) | (a[1] & ~b[1]) | (a[1] & a[0] & ~b[0]);
assign Lt = (~a[1] & ~a[0] & b[0]) | (~a[1] & b[1]) | (~a[0] & b[1] & b[0]);
assign Eq = (~a[1] & ~a[0] & ~b[1] & ~b[0]) | (~a[1] & a[0] & ~b[1] & b[0]) | (a[1] & ~a[0] & b[1] & ~b[0]) | (a[1] & a[0] & b[1] & b[0]);
endmodule
module fullAdder5b (
        input logic [4:0] a, b,
        input logic cin,
        output logic [5:0] sum
);
logic [4:0] carry;
fullAdder fa1 (.sum(sum[0]), .a(a[0]), .b(b[0]^cin), .cin(cin),      .cout(carry[0]));
fullAdder fa2 (.sum(sum[1]), .a(a[1]), .b(b[1]^cin), .cin(carry[0]), .cout(carry[1]));
fullAdder fa3 (.sum(sum[2]), .a(a[2]), .b(b[2]^cin), .cin(carry[1]), .cout(carry[2]));
fullAdder fa4 (.sum(sum[3]), .a(a[3]), .b(b[3]^cin), .cin(carry[2]), .cout(carry[3]));
fullAdder fa5 (.sum(sum[4]), .a(a[4]), .b(b[4]^cin), .cin(carry[3]), .cout(carry[4]));
xor (sum[5], carry[4], cin);
endmodule
module fullAdder (
        input logic a, b, cin,
        output logic sum, cout
);
assign sum = a ^ b ^ cin;
assign cout = (a & b) | (cin & (a^b));
endmodule
module fullAdder6b (
        input logic [5:0] a, b,
        input logic cin,
        output logic [6:0] sum
);
logic [5:0] carry;
fullAdder fa1 (.sum(sum[0]), .a(a[0]), .b(b[0]^cin), .cin(cin),      .cout(carry[0]));
fullAdder fa2 (.sum(sum[1]), .a(a[1]), .b(b[1]^cin), .cin(carry[0]), .cout(carry[1]));
fullAdder fa3 (.sum(sum[2]), .a(a[2]), .b(b[2]^cin), .cin(carry[1]), .cout(carry[2]));
fullAdder fa4 (.sum(sum[3]), .a(a[3]), .b(b[3]^cin), .cin(carry[2]), .cout(carry[3]));
fullAdder fa5 (.sum(sum[4]), .a(a[4]), .b(b[4]^cin), .cin(carry[3]), .cout(carry[4]));
fullAdder fa6 (.sum(sum[5]), .a(a[5]), .b(b[5]^cin), .cin(carry[4]), .cout(carry[5]));
xor (sum[6], carry[5], cin);
endmodule
module vending_machine (
	input logic i_clk,
	input logic i_nickle, i_dime, i_quarter,
	output logic o_soda,
	output logic [2:0] o_change
);
logic [4:0] i_money;
logic [5:0] sum, pre_sum, cont_sum;
logic [6:0] pre_pre_o_change, pre_o_change;
logic Gr, Lt, Eq, GrEq, compare;
always @(*) begin
	case ({i_quarter, i_dime, i_nickle})
		3'b001: i_money = 5'b00101;
		3'b010: i_money = 5'b01010;
		3'b100: i_money = 5'b11001;
		default: i_money = 5'b0;
	endcase
end
fullAdder5b fa1 (.a(i_money), .b(cont_sum), .cin(0), .sum(pre_sum));
always_ff @(posedge i_clk) begin
	sum <= pre_sum;
end
comparator6b comp1 (.a(sum), .b(6'b010100), .Gr(Gr), .Lt(Lt), .Eq(Eq));
assign GrEq = Gr | Eq;
always @(*) begin
	case (GrEq)
		1'b0: compare = 0;
		1'b1: compare = 1;
	endcase
end
always @(*) begin
	case ({GrEq, Lt})
		1'b01: cont_sum = sum;
		1'b10: cont_sum = 6'b0;
		default: cont_sum = 6'b0;
	endcase
end
fullAdder6b fa2 (.a(sum), .b(6'b010100), .cin(1), .sum(pre_pre_o_change));
always @(*) begin
	case (compare)
		1'b0: pre_o_change = 0;
		1'b1: pre_o_change = pre_pre_o_change;
	endcase
end
always @(*) begin
	case (pre_o_change) 
		7'b0: o_change = 3'b000;
		7'b0000101: o_change = 3'b001;
		7'b0001010: o_change = 3'b010;
		7'b0001111: o_change = 3'b011;
		7'b0010100: o_change = 3'b100;
		default: o_change = 3'b000;
	endcase
end
assign o_soda = compare;
endmodule
$ cat ./run.sh
#!/bin/bash
# OpenROAD 26Q1-2900-gdf79404cd8, Yosys 0.63+post, stock flow scripts
make -C /OpenROAD-flow-scripts/flow DESIGN_CONFIG=/design/flow/config.mk WORK_HOME=/design/flow/orfs finish
$ cat ./config.mk
export PLATFORM = sky130hd
export DESIGN_NAME = vending_machine
export DESIGN_NICKNAME = vending_machine
export VERILOG_FILES = /design/flow/design.v
export SDC_FILE = /design/flow/constraint.sdc
export NUM_CORES = 4
export LEC_CHECK = 1
export CORE_AREA = 10 10 73 73
export DIE_AREA = 0 0 83 83
$ cat ./constraint.sdc
current_design vending_machine

set clk_period 5.1
set clk_io_pct 0.2

create_clock -name clk0 -period $clk_period [get_ports {i_clk}]

set non_clock_inputs [all_inputs -no_clocks]
set_input_delay [expr $clk_period * $clk_io_pct] -clock clk0 $non_clock_inputs
set_output_delay [expr $clk_period * $clk_io_pct] -clock clk0 [all_outputs]
==> impl_metrics.toml <==
# yosys + openroad results
[detailed_routing]
drtIter0Drc = 10
dr_total_vias = 343
drc = 0
dr.pass1.iters = 4
vias_per_cell = 3.063
wirelength_um = 783
wl_per_cell_um = 6.991
ant_nets = 0
antennaDiodeCount = 0

[critical_path]
critPathMaxStageDelay_ns = 0.49
startpoint = "i_nickle"
startpoint_type = "input pin"
r2r-end = "sum[4]$_DFF_P_"
rrSetupSlack_ns = 2.10
crit_path_max_fanout = 3
critical_path_arrival_ns = 3.58
critPathKind = "in -> reg"
endpoint_kind = "register"
r2r_start = "sum[3]$_DFF_P_"
slowest_stage = "clkdlybuf4s50_1"
reg2regPathDepth = 14
cp_data_required_time_ns = 5.21
crit_chain = "clkdlybuf4s50_1, or3b_2, nand2_1, ha_1, fa_1, inv_1, fa_1, inv_1, fa_1, inv_1, fa_1, inv_1"

[die]
fp.coreArea_sq_mm = 0.003744
initial_utilization_pct = 12.73
fp.dieArea_sq_mm = 0.006889
row_count = 22
die_y_um = 83
die_w_um = 83
ios = 8

[pwr]
power_density_mw_per_mm2 = 468.7
p_seq_share_pct = 31.3
comb_power_share_pct = 46.3
switchingPower_mw = 0.1139
peakVddDrop_mv = 0.09797
p_int_mw = 0.1899
clockPowerShare_pct = 22.4
p_sw_share_pct = 37.49
finalPower_mw = 0.3038
p_leak_nw = 0.2844

[grt]
grt.total_usage_pct = 2.704
grt_pass1_wl_mm = 1.683
overflow = 0
grt_pass1_vias = 416
antenna_found_initial = 0
grt_max_degree = 7

[min_path]
whs_endpoint = "sum[0]$_DFF_P_"
holdPathStages = 2
worstHoldPathType = "reg -> reg"
min_from = "sum[0]$_DFF_P_"

[synth]
numSynthFlops = 6
syn_area_sq_um = 476.7
async_flop_share_pct = 0
top_cells_by_count = "inv_1, dfxtp_1, ha_1, fa_1, nand2_1"
synth-main-ff-cell = "dfxtp_1"
synthDistinctLibCells = 19
top_area_cell = "dfxtp_1"
ys_cells = 54
synth_top_area_share_pct = 25.20
yosys_warnings = 5
avgSynthCellArea_sq_um = 8.828
syn_inst = 54
ys_area_sq_um = 476.7
synth_seq_share_pct = 25.20
topCellsByArea = "dfxtp_1, fa_1, ha_1"
edf_count = 0
synth.most_common_cell = "inv_1"

[timing]
finalCritPeriodShare_pct = 68.01
finalHoldViolCount = 0
totalNegativeSetupSlack_ns = 0
fmaxAchievable_ghz = 0.2883
tightestPinTransition_ns = 0.3795
final.min_clock_period_ns = 3.469
finClkSkew_ns = 0.0004155
setup-violations-final = 0
setup_ws_ns = 1.631
drv_slew = 0
relSlewSlack_pct = 74.64
grt_setup_unrepaired = "no"

[cts]
cts_max_level = 1
root_buffer = "clkbuf_8"
clock_latency_ns = 0.22
cts_tree = "built"
cts.clk_slew.worst_paths_ns = 0.03
cts_resized = 0
cts_post_setup_buffers_inserted = 0
hold_buffers = 0
cts.sinks = 6
cts_buffer_depth = 2
cts-buffers-inserted = 3

[finish]
logic_area_sq_um = 311.5
flop_area_sq_um = 120.1
top_regs = "sum: 6 flops"
layout-drive-gt1-share_pct = 6.250
syn_to_final_growth_pct = 35.96
fin_area_sq_um = 648.1
largest_reg_flops = 6
top_register = "sum"
fillers = 432

[place]
pre_cts_ws_ns = 1.411
io_buffers = 7
dpl_cell_area_sq_um = 606.8
gp_congestion = 0.7504
hpwl_um = 686.1

[run]
cap_viol_max_count = 0
warnings = 27

[status]
status = "completed"
## routing by layer
layer	vias up	wire, um	share of wire, %	GRT usage, %
li1	189	-	-	-
met1	146	464	59	3.826
met2	8	244	31	3.422
met3	0	74	9.5	1.476
met4	0	0	0	0.6154
met5	-	0	0	0
## power groups by stage
stage	sequential [mW]	combinational, mW	clock [mW]
5_1_grt	0.101	0.174	0.0753
4_1_cts	0.0951	0.143	0.0710
6_report	0.0950	0.141	0.0681
## metrics by stage
stage	hold WS, ns	utilization, %	cells
4_1_cts	0.6996	17.31	112
2_1_floorplan	0.6085	-	54
3_3_place_gp	0.6531	16.21	109
6_report	0.6944	17.31	112
5_1_grt	0.7342	17.31	112
3_5_place_dp	0.6882	16.21	109
## cell families after synthesis
logic type / after synthesis / synth area share (%)
simple gates: 22 / 26.51
buf+inv: 12 / 9.448
fa+ha+maj: 10 / 32.55
flops: 6 / 25.20
compound gates: 2 / 2.624
xor+xnor: 2 / 3.675
## critical path, delay by kind of cell
family                   cells  cell delay (ns)
adder cells (fa/ha/maj)      5             1.29
buffers and inverters        5             0.70
AND/OR/NAND/NOR              2             0.58
## worst max path at each step
stage / endpoint / slack, ns
finish: sum[4]$_DFF_P_ / 1.63
global route: o_change[0] / 1.41
CTS: sum[4]$_DFF_P_ / 1.64
## layout make-up
type,instances,share of cell area (%)
clock buffers,3,6.371
inverters,12,6.950
multi-input cells,36,48.07
repair buffers,7,10.81
flip-flops and latches,6,18.53
well taps,48,9.266
## cells in the final DEF (no fill, tap or decap), types with 2 or more instances in the layout
master / instances
and2_1: 2
clkbuf_8: 3
clkdlybuf4s50_1: 7
dfxtp_1: 6
fa_1: 4
ha_1: 6
inv_1: 12
nand2_1: 4
nand2b_1: 2
nor2_1: 3
nor3_1: 3
or3b_1: 2
xor2_1: 2
No activity file was given, so power comes from the tool's default toggle rates.
