$ cat design/flow/design.v
module regfile (
	input logic i_clk, 					 
	input logic i_reset, 				 
	input logic [4:0] i_rs1_addr, 	 
	input logic [4:0] i_rs2_addr, 	 
	input logic [4:0] i_rd_addr, 		 
	input logic [31:0] i_rd_data, 	 
	input logic i_rd_wren, 				 
	output logic [31:0] o_rs1_data, 	 
	output logic [31:0] o_rs2_data 	 
);
logic [31:0] register [31:0];
always_comb begin
  if (i_rs1_addr == 5'd0)
    o_rs1_data = 32'd0;
  else
    o_rs1_data = register[i_rs1_addr];
end
always_comb begin	 
  if (i_rs2_addr == 5'd0)
    o_rs2_data = 32'd0;
  else
    o_rs2_data = register[i_rs2_addr];
end
always_ff @(posedge i_clk or negedge i_reset) begin
    if (~i_reset) begin
      register[0]  <= 0; 
		register[1]  <= 0; 
		register[2]  <= 0; 
		register[3]  <= 0; 
		register[4]  <= 0; 
		register[5]  <= 0; 
		register[6]  <= 0; 
		register[7]  <= 0;
      register[8]  <= 0; 
		register[9]  <= 0; 
		register[10] <= 0; 
		register[11] <= 0; 
		register[12] <= 0; 
		register[13] <= 0; 
		register[14] <= 0; 
		register[15] <= 0;
      register[16] <= 0; 
		register[17] <= 0; 
		register[18] <= 0; 
		register[19] <= 0; 
		register[20] <= 0; 
		register[21] <= 0; 
		register[22] <= 0; 
		register[23] <= 0;
      register[24] <= 0; 
		register[25] <= 0; 
		register[26] <= 0; 
		register[27] <= 0; 
		register[28] <= 0; 
		register[29] <= 0; 
		register[30] <= 0; 
		register[31] <= 0;
    end else begin
      if (i_rd_wren && (i_rd_addr != 5'd0)) begin
			register[i_rd_addr] <= i_rd_data;
      end else
			register[0] <= 32'b0;
    end
  end
endmodule
$ cat design/flow/run.sh
#!/bin/bash
# OpenROAD 26Q1-2900-gdf79404cd8, Yosys 0.63+post, stock flow scripts
make -C /OpenROAD-flow-scripts/flow DESIGN_CONFIG=/design/flow/config.mk WORK_HOME=/design/flow/orfs finish
$ cat design/flow/config.mk
export PLATFORM = sky130hd
export DESIGN_NAME = regfile
export DESIGN_NICKNAME = regfile
export VERILOG_FILES = /design/flow/design.v
export SDC_FILE = /design/flow/constraint.sdc
export NUM_CORES = 4
export LEC_CHECK = 1
export CORE_UTILIZATION = 40
$ cat design/flow/constraint.sdc
current_design regfile

set clk_period 10.8
set clk_io_pct 0.2

create_clock -name clk0 -period $clk_period [get_ports {i_clk}]

set non_clock_inputs [all_inputs -no_clocks]
set_input_delay [expr $clk_period * $clk_io_pct] -clock clk0 $non_clock_inputs
set_output_delay [expr $clk_period * $clk_io_pct] -clock clk0 [all_outputs]
==> flow_summary.json <==
{
  "fin_tns_setup_ns": 0,
  "fp.dieH_um": 354,
  "postCtsSetupBuffers": 0,
  "chip_area_um2": 125000,
  "critical_path_rt_ns": 8.64,
  "grt_start_max_net_pins": 113,
  "synth-edff-count": 0,
  "timing.rr.end": "register[26][2]",
  "pwr-share-comb_pct": 13.8,
  "avgSynthCellArea_um2": 11.8,
  "clk-insertion-delay-late_ns": 0.71,
  "ioPinCount": 114,
  "initCoreUtil_pct": 40.5,
  "postRouteAntennaNets": 0,
  "synthFlopType": "dfrtp_1",
  "synthDominantCellAreaShare_pct": 50.2,
  "timing.critical_path.from_type": "input port",
  "min_delay_path_depth": 1,
  "clockPowerShare_pct": 36.9,
  "hold_buffers": 0,
  "maximum_level_of_the_cts_h_tree": 3,
  "drc": 0,
  "worst_setup_path_end_kind": "output pin",
  "place.gp.congestion": 1.06,
  "placementRows": 128,
  "ys_types": 62,
  "cp_slowest_stage_delay_ns": 0.78,
  "max-vdd-ir-drop_v": 0.000131,
  "drt_first_iter_violations": 5574,
  "cell_by_cell_trace_of_the_critical_path": "clkdlybuf4s50_1 > buf_4 > or3b_1 > nor2_4 > buf_4 > a222oi_1 > nand3_1 > nor3_1 > a21oi_1 > clkdlybuf4s50_1",
  "tritoncts.num_buffers": 107,
  "cts_sinks": 992,
  "place.detailed.hpwl_um": 145000,
  "synth.ff_latch_count": 992,
  "worstReg2RegStart": "register[26][2]",
  "critical_path.endpoint": "o_rs1_data[23]",
  "top_cells_by_area": "dfrtp_1 (50%), mux2_2 (23%), a22oi_1 (12%)",
  "vias_per_cell": 7.20,
  "tritoncts": "done",
  "most-common-layout-cells": "mux2_2 (992), dfrtp_1 (992), a22oi_1 (802)",
  "cts.clk_slew.worst_paths_ns": 0.06,
  "switchingPower_uw": 3000,
  "fin_crit_sh_pct": 82.4,
  "reg2reg_slack_ns": 9.90,
  "reg2regPathDepth": 1,
  "power.static_leakage_uw": 0.0242,
  "power.density_cell_area_nw_per_um2": 186,
  "fill_cells": 11000,
  "setup.worst_path.class": "in2out",
  "fin_worst_setup_slack_ns": 1.90,
  "hold-worst-slack_ns": 0.527,
  "grt_first_pass_wirelength_um": 337000,
  "timing.max_cap.violations": 0,
  "postSynthSeqShare_pct": 50.2,
  "cts-root-buf": "clkbuf_16",
  "final_layout_size_suffix_gt1_share_pct": 34.3,
  "worst-endpoint-arrival_ns": 6.74,
  "grt_antenna_before_repair": 10,
  "rsz0062_at_grt": "false",
  "first_global_vias": 42200,
  "stage_log_warnings": 31,
  "run_status": "completed",
  "worstPathMaxFanout": 24,
  "ys_warn_count": 2,
  "top_register": "register",
  "p_seq_share_pct": 49.3,
  "largest_registers": "register (992)",
  "via_count": 42500,
  "maxClockFrequency_mhz": 112,
  "largest_reg_flops": 992,
  "drtPass1Iterations": 10,
  "worst_slew_margin_rel_pct": 21.7,
  "totalWireLength_um": 245000,
  "critical_path.slowest_cell": "buf_4",
  "yosys_cells": 4188,
  "netlist_instances": 4188,
  "clock_tree.buffer_depth": 3,
  "switching_power_share_of_the_total_pct": 28.6,
  "synth_area_um2": 49400,
  "number_of_resized_instances_in_the_post_cts_repair_step": 0,
  "dp_worst_setup_slack_ns": 2.30,
  "fin_worst_skew_ns": 0,
  "area_growth_pct": 13.9,
  "core_um2": 122000,
  "critical_path.startpoint": "i_rs1_addr[2]",
  "yosys_area_um2": 49400,
  "worstMarginPinSlew_ns": 1.17,
  "type_of_the_most_critical_hold_path": "reg2reg",
  "synthDominantAreaCellType": "dfrtp_1",
  "timing.final.crit_period_ns": 8.90,
  "final-hold-violation-count": 0,
  "global_route.overflow_total": 0,
  "overall_routing_resource_usage_pct": 40.4,
  "internal_power_uw": 7470,
  "drv_slew": 0,
  "post_drt_wl_per_cell_um": 41.4,
  "die.size.x_um": 354,
  "finalSetupViolCount": 0,
  "port_buffers": 113,
  "proportion_of_register_bits_with_asynchronous_set_or_reset_after_synthesis_pct": 100
}
## final cells by class
type	instances	area, µm²	area share, %
Timing Repair Buffer	312	2630	4.67
Tap cell	1625	2030	3.61
Antenna cell	8	20.0	0.0355
Inverter	6	22.5	0.0400
Multi-Input combinational cell	2769	23200	41.1
Clock inverter	37	494	0.877
Sequential cell	992	24800	44.1
Clock buffer	155	3130	5.56
## worst max-delay path, delay by kind of cell
family	cells	cell delay (ns)
buffers and inverters	4	2.41
AOI/OAI and AO/OA	2	0.70
and+or+nand+nor	4	1.46
## per-stage QoR
step           power (µW)  util, %  cell area, µm²  cells
2_1_floorplan        5800        -           49400   4188
3_3_place_gp         6570     43.1           52700   5704
3_5_place_dp         6600     43.1           52700   5704
4_1_cts             10400     46.1           56300   5896
5_1_grt             10800     46.1           56300   5896
6_report            10500     46.1           56300   5904
## synth_stat cells, types with 11 or more instances
cell / n
nor3_1: 57
a222oi_1: 46
clkbuf_1: 168
mux2_2: 992
nand4_1: 115
buf_2: 200
a31oi_1: 16
a21oi_1: 172
o21ai_0: 15
nor2_1: 126
mux2i_1: 14
nand2_1: 179
a22oi_1: 802
buf_4: 28
nor2_2: 12
nor4_1: 17
nor2b_1: 11
buf_1: 21
dfrtp_1: 992
nand3_1: 63
## metal layers
metal	global-route usage (%)	wire length, µm
met5	0.943	295
met3	25.3	41900
met2	53.7	98500
met4	23.9	20400
met1	50.0	83500
## how the worst min path moves through the flow
stage	slack (ns)	end	startpoint
4_1_cts	0.52	register[28][21]	register[28][21]
5_1_grt	0.55	register[8][2]	register[8][2]
6_report	0.53	register[28][21]	register[28][21]
## logic make-up after synthesis
kind of cell	share of synthesized area [%]
buffers and inverters	4.02
AOI/OAI and AO/OA	16.2
muxes	23.0
DFF	50.2
and+or+nand+nor	6.62
## power groups by stage
stage / Clock, µW / Sequential (µW) / Combinational, µW
after CTS: 3870 / 5130 / 1420
final: 3860 / 5160 / 1450
after global routing: 4010 / 5220 / 1540
Power is estimated from default activity; no workload was simulated.
