### run.sh
#!/bin/bash
# OpenROAD 26Q1-2900-gdf79404cd8, Yosys 0.63+post, stock flow scripts
make -C /OpenROAD-flow-scripts/flow DESIGN_CONFIG=/design/flow/config.mk WORK_HOME=/design/flow/orfs finish
### config.mk
export PLATFORM = sky130hd
export DESIGN_NAME = shift
export DESIGN_NICKNAME = shift
export VERILOG_FILES = /design/flow/design.v
export SDC_FILE = /design/flow/constraint.sdc
export NUM_CORES = 4
export LEC_CHECK = 1
export CORE_UTILIZATION = 50
### design.v
module shift (
	input logic [31:0] data_in,
	input logic rightleft, arith,
	input logic [4:0] shift_amount,
	output logic [31:0] data_out
);
logic [31:0] data1, data2, data3, data4, data5, data6;
always_comb begin
	case (rightleft)
		1'b0: data1[31:0] = data_in[31:0];
		1'b1: data1[31:0] = {data_in[0],  data_in[1],  data_in[2],  data_in[3],
                   			data_in[4],  data_in[5],  data_in[6],  data_in[7],
                   			data_in[8],  data_in[9],  data_in[10], data_in[11],
                   			data_in[12], data_in[13], data_in[14], data_in[15],
                   			data_in[16], data_in[17], data_in[18], data_in[19],
                   			data_in[20], data_in[21], data_in[22], data_in[23],
                   			data_in[24], data_in[25], data_in[26], data_in[27],
                   			data_in[28], data_in[29], data_in[30], data_in[31] };
	endcase
end
always_comb begin
	case ({arith, shift_amount[4]})
		2'b00: data2[31:0] = data1[31:0];
		2'b01: data2[31:0] = {16'b0, data1[31:16]};
		2'b10: data2[31:0] = data1[31:0];
		2'b11: data2[31:0] = {{16{data_in[31]}}, data1[31:16]};
		default: data2[31:0] = 32'b0;
	endcase
end
always_comb begin
	case ({arith, shift_amount[3]})
		2'b00: data3[31:0] = data2[31:0];
		2'b01: data3[31:0] = {8'b0, data2[31:8]};
		2'b10: data3[31:0] = data2[31:0];
		2'b11: data3[31:0] = {{8{data_in[31]}}, data2[31:8]};
		default: data3[31:0] = 32'b0;
	endcase
end
always_comb begin
	case ({arith, shift_amount[2]})
		2'b00: data4[31:0] = data3[31:0];
		2'b01: data4[31:0] = {4'b0, data3[31:4]};
		2'b10: data4[31:0] = data3[31:0];
		2'b11: data4[31:0] = {{4{data_in[31]}}, data3[31:4]};
		default: data4[31:0] = 32'b0;
	endcase
end
always_comb begin
    case ({arith, shift_amount[1]})
      2'b00: data5[31:0] = data4[31:0];
      2'b01: data5[31:0] = {2'b0, data4[31:2]};
      2'b10: data5[31:0] = data4[31:0];
      2'b11: data5[31:0] = {{2{data_in[31]}}, data4[31:2]};
		default: data5[31:0] = 32'b0;
    endcase
end
always_comb begin
    case ({arith, shift_amount[0]})
      2'b00: data6[31:0] = data5[31:0];
      2'b01: data6[31:0] = {1'b0, data5[31:1]};
      2'b10: data6[31:0] = data5[31:0];
      2'b11: data6[31:0] = {{data_in[31]}, data5[31:1]};
		default: data6[31:0] = 32'b0;
    endcase
end
always_comb begin
        case (rightleft)
                1'b0: data_out[31:0] = data6[31:0];
                1'b1: data_out[31:0] = {data6[0],  data6[1],  data6[2],  data6[3],
                                        data6[4],  data6[5],  data6[6],  data6[7],
                                        data6[8],  data6[9],  data6[10], data6[11],
                                        data6[12], data6[13], data6[14], data6[15],
                                        data6[16], data6[17], data6[18], data6[19],
                                        data6[20], data6[21], data6[22], data6[23],
                                        data6[24], data6[25], data6[26], data6[27],
                                        data6[28], data6[29], data6[30], data6[31] };
        endcase
end
endmodule
### constraint.sdc
current_design shift

set clk_period 4.6
set clk_io_pct 0.2

create_clock -name clk0 -period $clk_period

set non_clock_inputs [all_inputs -no_clocks]
set_input_delay [expr $clk_period * $clk_io_pct] -clock clk0 $non_clock_inputs
set_output_delay [expr $clk_period * $clk_io_pct] -clock clk0 [all_outputs]
==> changes_impl.md <==
## Implementation

- Most numerous logic cells after layout: buf_4 (83), clkdlybuf4s50_1 (61), nand2_1 (40)
- Data required time of the worst path: roughly 3.7 ns
- Worst-margin pin slew: 0.6482 ns
- Final Util: 73.83%
- # Cells Yosys: 433
- Endpoints failing setup: 0
- Maximum vdd drop: approximately 0.088 mV
- Row Count: 29
- Unique cell type count in the Yosys netlist: 70
- Post-DR vias/cell: 7.072
- Leakage power: 0.001894 uW
- Count of tool warnings: 34
- Vias in the first global route: 4,063
- Chip height: around 83 um
- MaxCap Viol Count: 0
- Tightest Hold Check Type: in2out
- First-pass GRT wire length: 21.44 mm
- Data arrival at the endpoint of the critical path: 3.60 ns
- Iteration tally of the first detailed-router pass: 5
- Post-synth seq share: 0%
- Startpoint class of the critical path: primary input
- Layout overhead on the synthesized area: 42.26%
- Mapped cell area: 3296 um^2
- Number of flip-flops and latches: 0
- DRC viols: 0
- YS warnings: 1
- Total non-filler cell area in the finished layout: 4688 um^2
- Worst relative slew slack: 55.55%
- GRT overflow: 0
- Setup CP Type: in2out
- Power density over cell area: 137.9 nW/um^2
- Total Wirelength: between 10 and 15 mm
- Number of cells traversed by the worst hold path: 5
- Crit share post-route: 98.22%
- Number of slew-limit violations in the final report: 0
- Initial detailed-routing violation count: 462
- Number of top-level pins: 71
- Sum of negative setup slack: 0 ns
- Port Buffers: 71
- Detail Placement HPWL: 10.64 mm
- Pin count of the biggest net entering global routing: 44
- Avg Inst Size Synth: 7.611 um^2
- Detail Route Antenna Nets: 0
- Setup repair after global routing missed its margin: true
- Post-synthesis instance total: 433
- Diodes inserted: 0
- Routed WL per cell: around 22 um
- Type of element capturing the critical path: output pin
- Final count of hold timing violations: 0
- Fin crit period: 4.518 ns
- Total vias in the final route: 4,399
- Chip Footprint: 6920 um^2
- Global router's overall resource usage: between 30 and 40%
- Routability congestion estimate from global placement: around 1.1
- Number of antenna violations at the first check in global routing: 0
- Std-Cell Core Area: ~6300 um^2
- Chip Width: 83.19 um
- Achievable frequency: 221.3 MHz
- Max FO, Critical Path: 4
- Fraction of final layout cells sized beyond drive strength 1: roughly a third
- Most common cell after layout, fill and taps aside: buf_4
- Placement-stage cell area: ~4500 um^2
- Clk_buf instances: 0
- Starting Density: slightly above 50%
- Yosys Chip Area: 3296 um^2
- Reg area: 0 um^2
- Run status: completed
-- cell usage after synthesis, types with 4 or more instances --
master | n | share of area [%]
a211oi_1 | 6 | 1.4
a21oi_1 | 11 | 1.7
a221oi_1 | 5 | 1.3
a22o_1 | 7 | 1.9
a22oi_1 | 9 | 2.0
a2bb2oi_1 | 4 | 1.1
a31oi_1 | 6 | 1.1
and2_1 | 5 | 0.95
buf_2 | 10 | 1.5
clkbuf_1 | 30 | 3.4
inv_1 | 9 | 1.0
mux2_2 | 24 | 8.2
mux2i_1 | 36 | 11
mux4_2 | 23 | 16
nand2_1 | 41 | 4.7
nand2b_1 | 5 | 0.95
nand3_1 | 11 | 1.7
nor2_1 | 34 | 3.9
nor2b_1 | 7 | 1.3
nor3_1 | 16 | 2.4
o211ai_1 | 10 | 2.3
o21ai_0 | 14 | 2.1
o221a_2 | 4 | 1.4
o221ai_1 | 10 | 2.7
o22ai_1 | 19 | 3.6
o31ai_1 | 4 | 0.91
o32ai_1 | 5 | 1.3
or3_1 | 5 | 0.95
-- logic make-up (layout without fill, tap and decap cells) --
family                 after synthesis  count (layout)  synth area share (%)
AND-OR/OR-AND                      152             152                 35.46
multiplexers                        86              86                 36.11
buffers and inverters               57             169                 8.656
AND/OR/NAND/NOR                    138             138                 19.78
-- metal layers --
metal	vias to the layer above	part of all wire, %	routed length, um	global-route usage [%]
met4	0	3.2	439	9.404
met1	2010	39	5326	55.83
met3	51	15	2059	16.65
li1	1998	-	-	-
met5	-	0	0	0
met2	340	43	5828	58.72
-- where the power goes --
group | internal (uW) | switching [uW] | total (uW)
clock network | 0 | 0 | 0
logic | 341 | 305 | 647
registers | 0 | 0 | 0
total | 341 | 305 | 647
-- final timing paths --
check / end / startpoint
setup / recovery: data_out[2] / data_in[12]
hold / removal: data_out[17] / shift_amount[1]
-- worst max-delay path, stage by stage --
cell,delay [ns]
clkdlybuf4s50_1,0.48
mux4_2,0.51
a22oi_1,0.18
o41ai_1,0.11
buf_4,0.16
a221oi_2,0.27
buf_4,0.17
mux2i_2,0.10
mux2_2,0.29
clkdlybuf4s50_1,0.41
-- through the flow --
stage	std cells	setup slack (ns)	hold slack, ns	total power [uW]
2_1_floorplan	433	0.9009	2.219	321.7
3_3_place_gp	611	-0.1121	2.866	596.7
3_5_place_dp	611	-0.1631	2.866	601.8
4_1_cts	612	0.01461	2.874	611.9
5_1_grt	622	-0.02218	2.945	685.7
6_report	622	0.08178	2.887	646.6
-- layout make-up --
type / count / area (um^2)
Fill cell: 458 / 1662
Inverter: 9 / 37.54
Multi-Input combinational cell: 376 / 3088
Tap cell: 77 / 96.34
Timing Repair Buffer: 160 / 1466
-- what timing repair did --
item                       in CTS  in global routing
pin swaps                       2                  2
setup endpoints to repair      20                 25
resized                         8                 22
hold buffers                    0                  0
cloned                          1                  0
setup buffers                   0                 10
Power and IR drop assume default switching activity.
